[flow/design.v]
module Icache (
    input   wire                    clk,
    input   wire                    rst_n,
    input   wire            [31:0]  if_pc_i, 
    input   wire                    if_req_Icache_i,
    output  reg             [31:0]  Icache_inst_o,
    output  reg                     Icache_ready_o,
    output  wire                    Icache_hit_o,
    input   wire                    fc_jump_flag_Icache_i,
    input   wire                    fc_bk_Icache_i,
    output  reg             [31:0]  Icache_addr_o,
    output  reg                     Icache_valid_req_o,
    input   wire                    mem_ready_i,
    input   wire            [127:0] mem_data_i,
    output  reg                     Icache_req_again_if_o
);
localparam Idle_or_Compare_Tag  = 0;  
localparam Read_from_Mem        = 1;
reg cur_state;
localparam Tag_Width        = 25 - 1;
localparam Valid            = 26;
localparam Replace          = 25;
reg [127:0] ICache_Data_Block [0:15];
reg [26:0]  ICache_Tag_Array  [0:15];
wire [24:0] Icache_tag   = if_pc_i[31:7];
wire [3:0]  Icache_index = {{1'b0},if_pc_i[6:4]};    
wire [1:0]  Icache_off   = if_pc_i[3:2];      
reg [24:0] Tag_buffer;
reg [1:0] Read_off;
reg [3:0] Index_off;
wire [1:0] ICache_Tag_hit;
assign ICache_Tag_hit[0] = ( (Icache_tag == ICache_Tag_Array[Icache_index << 1][Tag_Width:0]) && ICache_Tag_Array[Icache_index << 1][Valid] == 1'b1 );
assign ICache_Tag_hit[1] = ( (Icache_tag == ICache_Tag_Array[(Icache_index << 1) + 1][Tag_Width:0]) && ICache_Tag_Array[(Icache_index << 1) + 1][Valid] == 1'b1 );
assign Icache_hit_o              = (ICache_Tag_hit != 2'b00);
reg         victim_number;
always @(*) begin
    if(rst_n == 1'b0)begin
        ICache_Tag_Array[0]    = 27'h0;
        ICache_Tag_Array[1]    = 27'h0;
        ICache_Tag_Array[2]    = 27'h0;
        ICache_Tag_Array[3]    = 27'h0;
        ICache_Tag_Array[4]    = 27'h0;
        ICache_Tag_Array[5]    = 27'h0;
        ICache_Tag_Array[6]    = 27'h0;
        ICache_Tag_Array[7]    = 27'h0;
        ICache_Tag_Array[8]    = 27'h0;
        ICache_Tag_Array[9]    = 27'h0;
        ICache_Tag_Array[10]   = 27'h0;
        ICache_Tag_Array[11]   = 27'h0;
        ICache_Tag_Array[12]   = 27'h0;
        ICache_Tag_Array[13]   = 27'h0;
        ICache_Tag_Array[14]   = 27'h0;
        ICache_Tag_Array[15]   = 27'h0;
    end
end
always @(posedge clk or negedge rst_n) begin   
    if(rst_n == 1'b0)begin
        Icache_inst_o <= 32'h0;
        Icache_ready_o <= 1'b0;
        Icache_addr_o <= 32'h0;
        Icache_valid_req_o <= 1'b0;
        Read_off <= 2'b0;
        Icache_req_again_if_o <= 1'b0;
        cur_state <= Idle_or_Compare_Tag;
    end 
    else begin
        case(cur_state)
            Idle_or_Compare_Tag:begin
                if(fc_bk_Icache_i == 1'b1)begin
                    cur_state <= Idle_or_Compare_Tag;
                    Icache_ready_o <= 1'b0;
                    Icache_req_again_if_o <= 1'b1;
                end
                else begin
                    Icache_req_again_if_o <= 1'b0;
                    if(if_req_Icache_i == 1'b1)begin
                        if(Icache_hit_o == 1'b1)begin    
                            cur_state <= Idle_or_Compare_Tag;
                            Icache_valid_req_o <= 1'b0;
                            Icache_ready_o <= 1'b1;
                            if(ICache_Tag_hit[0] == 1'b1) begin
                                case(Icache_off)
                                    2'b00:Icache_inst_o <= ICache_Data_Block[Icache_index << 1][31:0];
                                    2'b01:Icache_inst_o <= ICache_Data_Block[Icache_index << 1][63:32];
                                    2'b10:Icache_inst_o <= ICache_Data_Block[Icache_index << 1][95:64];
                                    2'b11:Icache_inst_o <= ICache_Data_Block[Icache_index << 1][127:96];
                                    default:Icache_inst_o <= 32'h0;
                                endcase
                                ICache_Tag_Array[Icache_index << 1][Replace] <= 1'b0;
                                ICache_Tag_Array[(Icache_index << 1) + 1][Replace] <= 1'b1;
                            end
                            else begin
                                case(Icache_off)
                                    2'b00:Icache_inst_o <= ICache_Data_Block[(Icache_index << 1) + 1][31:0];
                                    2'b01:Icache_inst_o <= ICache_Data_Block[(Icache_index << 1) + 1][63:32];
                                    2'b10:Icache_inst_o <= ICache_Data_Block[(Icache_index << 1) + 1][95:64];
                                    2'b11:Icache_inst_o <= ICache_Data_Block[(Icache_index << 1) + 1][127:96];
                                    default:Icache_inst_o <= 32'h0;
                                endcase
                                ICache_Tag_Array[Icache_index << 1][Replace] <= 1'b1;
                                ICache_Tag_Array[(Icache_index << 1) + 1][Replace] <= 1'b0;
                            end
                        end
                        else begin                     
                            Icache_valid_req_o <= 1'b1;
                            Icache_addr_o <= (if_pc_i >> 4) << 4;
                            Icache_ready_o <= 1'b0;
                            cur_state <= Read_from_Mem;
                            Read_off <= Icache_off;
                            Index_off <= Icache_index;
                            Tag_buffer <= Icache_tag;
                            case( {ICache_Tag_Array[(Icache_index << 1) + 1][Replace],ICache_Tag_Array[Icache_index << 1][Replace]} )
                                2'b00:begin
                                    victim_number <= 1'b0;
                                end
                                2'b01:begin
                                    victim_number <= 1'b0;
                                end
                                2'b10:begin
                                    victim_number <= 1'b1;
                                end
                                default:begin
                                    victim_number = 1'b0;
                                end
                            endcase
                        end
                    end
                    else begin     
                        cur_state <= Idle_or_Compare_Tag;
                        Icache_ready_o <= 1'b0;
                    end
                end
            end
        Read_from_Mem:begin
            Icache_valid_req_o <= 1'b0;  
            if(fc_jump_flag_Icache_i == 1'b1) begin   
                if(Icache_hit_o == 1'b1)begin    
                        cur_state <= Idle_or_Compare_Tag;
                        Icache_valid_req_o <= 1'b0;
                        Icache_ready_o <= 1'b1;
                        if(ICache_Tag_hit[0] == 1'b1) begin
                            case(Icache_off)
                                2'b00:Icache_inst_o <= ICache_Data_Block[Icache_index << 1][31:0];
                                2'b01:Icache_inst_o <= ICache_Data_Block[Icache_index << 1][63:32];
                                2'b10:Icache_inst_o <= ICache_Data_Block[Icache_index << 1][95:64];
                                2'b11:Icache_inst_o <= ICache_Data_Block[Icache_index << 1][127:96];
                                default:Icache_inst_o <= 32'h0;
                            endcase
                            ICache_Tag_Array[Icache_index << 1][Replace] <= 1'b0;
                            ICache_Tag_Array[(Icache_index << 1) + 1][Replace] <= 1'b1;
                        end
                        else begin
                            case(Icache_off)
                                2'b00:Icache_inst_o <= ICache_Data_Block[(Icache_index << 1) + 1][31:0];
                                2'b01:Icache_inst_o <= ICache_Data_Block[(Icache_index << 1) + 1][63:32];
                                2'b10:Icache_inst_o <= ICache_Data_Block[(Icache_index << 1) + 1][95:64];
                                2'b11:Icache_inst_o <= ICache_Data_Block[(Icache_index << 1) + 1][127:96];
                                default:Icache_inst_o <= 32'h0;
                            endcase
                            ICache_Tag_Array[Icache_index << 1][Replace] <= 1'b1;
                            ICache_Tag_Array[(Icache_index << 1) + 1][Replace] <= 1'b0;
                        end
                end
                else begin                     
                    Icache_valid_req_o <= 1'b1;
                    Icache_addr_o <= (if_pc_i >> 4) << 4;
                    Icache_ready_o <= 1'b0;
                    cur_state <= Read_from_Mem;
                    Read_off <= Icache_off;
                    Index_off <= Icache_index;
                    Tag_buffer <= Icache_tag;
                    case( {ICache_Tag_Array[(Icache_index << 1) + 1][Replace],ICache_Tag_Array[Icache_index << 1][Replace]} )
                        2'b00:begin
                            victim_number <= 1'b0;
                        end
                        2'b01:begin
                            victim_number <= 1'b0;
                        end
                        2'b10:begin
                            victim_number <= 1'b1;
                        end
                        default:begin
                            victim_number = 1'b0;
                        end
                    endcase
                end
            end
            else begin
                if(mem_ready_i == 1'b1) begin  
                    ICache_Data_Block[(Index_off << 1) + victim_number] <= mem_data_i;
                    ICache_Tag_Array[(Index_off << 1) + victim_number][Valid] <= 1'b1;
                    Icache_ready_o <= 1'b1;
                    case(Read_off)
                        2'b00:Icache_inst_o <= mem_data_i[31:0];
                        2'b01:Icache_inst_o <= mem_data_i[63:32];
                        2'b10:Icache_inst_o <= mem_data_i[95:64];
                        2'b11:Icache_inst_o <= mem_data_i[127:96];
                        default:Icache_inst_o <= 32'h0;
                    endcase
                    if(victim_number == 1'b0) begin
                        ICache_Tag_Array[Index_off << 1][Replace] <= 1'b0;
                        ICache_Tag_Array[(Index_off << 1) + 1][Replace] <= 1'b1;
                        ICache_Tag_Array[Index_off << 1][Tag_Width:0] <= Tag_buffer;
                    end 
                    else begin
                        ICache_Tag_Array[Index_off << 1][Replace] <= 1'b1;
                        ICache_Tag_Array[(Index_off << 1) + 1][Replace] <= 1'b0;
                        ICache_Tag_Array[(Index_off << 1) + 1][Tag_Width:0] <= Tag_buffer;
                    end
                    cur_state <= Idle_or_Compare_Tag;
                end
                else begin
                    Icache_ready_o <= 1'b0; 
                    cur_state <= Read_from_Mem;  
                end
            end
        end
        default: begin
            cur_state <= Idle_or_Compare_Tag;
            Icache_ready_o <= 1'b0; 
        end
    endcase
    end
end
endmodule
[flow/run.sh]
#!/bin/bash
# OpenROAD 26Q1-2900-gdf79404cd8, Yosys 0.63+post, stock flow scripts
make -C /OpenROAD-flow-scripts/flow DESIGN_CONFIG=/design/flow/config.mk WORK_HOME=/design/flow/orfs finish
[flow/config.mk]
export PLATFORM = sky130hd
export DESIGN_NAME = Icache
export DESIGN_NICKNAME = Icache
export VERILOG_FILES = /design/flow/design.v
export SDC_FILE = /design/flow/constraint.sdc
export NUM_CORES = 4
export LEC_CHECK = 1
export CORE_AREA = 10 10 157 157
export DIE_AREA = 0 0 167 167
[flow/constraint.sdc]
current_design Icache

set clk_period 3.8
set clk_io_pct 0.2

create_clock -name clk0 -period $clk_period [get_ports {clk}]

set non_clock_inputs [all_inputs -no_clocks]
set_input_delay [expr $clk_period * $clk_io_pct] -clock clk0 $non_clock_inputs
set_output_delay [expr $clk_period * $clk_io_pct] -clock clk0 [all_outputs]
==> flow_summary_export.csv <==
group,metric,value,unit
outcome,status,"complete, no violations",
final_layout,fin_cells,766,
grt,grt_antenna_before_repair,0,
floorplanning,fp.coreArea,21150,um^2
yosys,synth-seq-cells,66,
grt,grt_pass1_vias,3247,
final_timing,fin_skew,0.007748,ns
power_and_ir_drop,p_leak,2.696,nW
clocking,clock_sinks,66,
floorplanning,initial_core_util,16.15,%
yosys,synth.avg_cell_area,12.99,um^2
yosys,synth_warnings,867,
yosys,yosysUniqueCellTypes,19,
drt,via_per_inst,3.926,
yosys,ys_cells,263,
clocking,cts-resized-gates,0,
final_timing,max_slew_margin,61.28,%
final_timing,finalHoldViolCount,0,
clocking,ctsLongestPathBuffers,2,
placed_design,dp.cells,750,
drt,dr.pass1.iters,4,
clocking,cts_tree,"yes",
final_layout,fill_cells,2096,
final_timing,fin_setup_tns,0,ns
final_timing,grt_setup_unrepaired,"no",
final_layout,final_area,6235,um^2
final_timing,setup_viol,0,
worst_setup_path,cp-end-kind,"flop",
final_timing,finalCritPeriodShare,54.01,%
final_timing,worst_slew_pin_slew,0.5808,ns
drt,drtIter0Drc,138,
power_and_ir_drop,pwr_density_cell,503.4,nW/um^2
worst_setup_path,crit_family,"buffers and inverters",
worst_setup_path,critPathArrivalTime,2.24,ns
yosys,ys_seq_share,48.33,%
worst_setup_path,startpoint_type,"primary input",
drt,route.detailed.drc,0,
final_layout,fin_util,29.47,%
worst_setup_path,crit_type,"primary input to flop",
placed_design,gp_congestion,0.8959,
worst_setup_path,path_cells,"clkdlybuf4s50_1 -> nand4b_1 -> buf_4 -> o221ai_1",
drt,drtAntennaViolNets,0,
clocking,cts.clk_slew.worst_paths,0.06,ns
grt,grt_use_total,9.048,%
clocking,h-tree-depth,3,
drt,diodes,0,
worst_setup_path,worst-path-buf-inv,2,
final_timing,drv_slew,0,
clocking,cts_root_buf,"clkbuf_16",
worst_setup_path,path_max_fanout,29,
worst_setup_path,cp_slowest_stage_delay,0.63,ns
placed_design,dp_hpwl,10.17,mm
floorplanning,ios,234,
placed_design,place_area,5914,um^2
drt,routedWlPerCell,17.32,um
clocking,postCtsSetupBuffers,0,
clocking,insertion_delay,0.34,ns
final_timing,max_freq,487.3,MHz
final_timing,period_needed,2.052,ns
final_layout,drive_gt1_share,11.61,%
clocking,cts_buffers,9,
run,maxCapViolations,0,
clocking,hold_buffers,0,
grt,gr-total-overflow,0,
worst_setup_path,required,3.99,ns
placed_design,portBuffers,226,
final_timing,setup_ws,1.748,ns
floorplanning,fp.dieArea,27890,um^2
drt,wl,13.27,mm
yosys,ys_chip_area,3417,um^2
floorplanning,die_w,167,um
yosys,netlist_area,3417,um^2
power_and_ir_drop,ir_drop,0.0001845,V
floorplanning,die_h,167,um
min_path,hold_class,"primary input to async pin",
drt,vias,3007,
yosys,synth_cells,263,
final_layout,area_growth_syn_to_layout,82.46,%
placed_design,dp_slack,1.379,ns
grt,grt_pass1_wl,20.17,mm
floorplanning,rows,53,
worst_setup_path,slowest_stage,"clkdlybuf4s50_1",
grt,grt_max_degree,39,
run,tool_warnings,27,
## worst reg2reg max path: stages, from the launching register on
cell and delay [ns]:
dfrtp_4 0.80, buf_4 0.59, mux2i_1 0.34, o221ai_1 0.14
## per-layer routing
| layer | vias up | global-route usage [%] | share of wire, % |
|---|---|---|---|
| met5 | - | 0 | 0 |
| li1 | 1425 | - | - |
| met4 | 0 | 0.9927 | 1.2 |
| met3 | 11 | 3.796 | 9.6 |
| met1 | 1422 | 11.78 | 44 |
| met2 | 149 | 14.25 | 46 |
## Yosys cell counts (all sizes together)
cell type   n  area, um^2
buf        21       147.6
nor2        4       15.01
mux2i      65       663.1
nand3b      1       7.510
nand3       1       5.000
nand2      33       123.9
o21ai       1       5.000
clkbuf      4       30.03
o221ai     32       280.3
and2b       1       10.01
conb        1       3.750
nand4b      1       8.760
dfrtp      66        1652
inv         1       3.750
mux2       31       461.7
## metrics by stage
| step | hold slack (ns) | total power, W |
|---|---|---|
| detailed placement | 0.4746 | 0.002262 |
| finish | 0.3451 | 0.003138 |
| global placement | 0.4712 | 0.002249 |
| floorplan | 0.4315 | 0.001513 |
| global route | 0.3660 | 0.003348 |
| CTS | 0.3478 | 0.003218 |
## cell type report
cell class                 count  area (um^2)  area share, %
clock buffer                  11        242.7          3.893
timing repair buffer         233         2312          37.09
sequential                    66         1655          26.55
clock inverter                 5        77.57          1.244
tap                          275        344.1          5.519
multi-input combinational    175         1599          25.65
inverter                       1        3.754        0.06020
## state kept, by name, indices dropped and copies added, names as in the netlist
| register | cells |
|---|---|
| Icache_addr_o | 28 |
| Icache_inst_o | 32 |
| Icache_ready_o | 1 |
| Icache_req_again_if_o | 1 |
| Icache_valid_req_o | 1 |
| Read_off | 2 |
| cur_state | 1 |
## worst paths after layout
| path | startpoint | end | slack, ns | cells after the start |
|---|---|---|---|---|
| hold reg to reg | Icache_inst_o[31] | Icache_inst_o[31] | 0.48 | 2 |
| max in group asynchronous | rst_n | Read_off[1] | 2.55 | 2 |
| setup reg to reg | Read_off[1] | Icache_inst_o[13] | 1.79 | 3 |
| min in group clk0 | Icache_inst_o[31] | Icache_inst_o[31] | 0.48 | 2 |
| hold / removal | rst_n | Icache_inst_o[26] | 0.35 | 1 |
| setup / recovery | fc_jump_flag_Icache_i | Icache_inst_o[11] | 1.75 | 4 |
## kinds of logic after synthesis
family	share of synthesized area, %
muxes	32.92
and+or+nand+nor	4.980
other	0.1097
DFF	48.33
AOI/OAI and AO/OA	8.348
buffers and inverters	5.309
## report_power, final
| group | switching [W] | internal, W | total [W] | leakage [nW] |
|---|---|---|---|---|
| registers | 0.000169 | 0.000930 | 0.00110 | 0.796 |
| clock network | 0.000323 | 0.000590 | 0.000913 | 0.156 |
| logic | 0.000318 | 0.000809 | 0.00113 | 1.74 |
## cell usage in the layout, fill, tap and decap left out, drive strengths merged
cell,n
nand4b,1
clkinvlp,1
nand2,33
clkdlybuf4s50,225
dfrtp,66
o21ai,1
clkinv,2
nand3b,1
nand3,1
o221ai,32
mux2,31
and2b,1
nor2,4
clkbuf,11
mux2i,65
conb,5
bufinv,2
buf,8
inv,1
Power and IR drop assume default switching activity.
