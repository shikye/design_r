<file path="flow/config.mk">
export PLATFORM = sky130hd
export DESIGN_NAME = id_stage
export DESIGN_NICKNAME = id_stage
export VERILOG_FILES = /design/flow/design.v
export SDC_FILE = /design/flow/constraint.sdc
export NUM_CORES = 4
export LEC_CHECK = 1
export CORE_AREA = 10 10 221 221
export DIE_AREA = 0 0 231 231
</file>
<file path="flow/constraint.sdc">
current_design id_stage

set clk_period 14.2
set clk_io_pct 0.2

create_clock -name clk0 -period $clk_period [get_ports {clk}]

set non_clock_inputs [all_inputs -no_clocks]
set_input_delay [expr $clk_period * $clk_io_pct] -clock clk0 $non_clock_inputs
set_output_delay [expr $clk_period * $clk_io_pct] -clock clk0 [all_outputs]
</file>
<file path="flow/design.v">
module cu (
    input   wire                    clk,
    input   wire                    rst_n,
    input   wire            [6:0]   id_opcode_i,
    input   wire            [2:0]   id_func3_i,
    input   wire            [6:0]   id_func7_i,
    output  reg                     cu_op_b_sel_o,
    output  reg             [4:0]   cu_ALUctrl_o,
    output  reg                     cu_reg_we_o,
    output  reg                     cu_mtype_o,
    output  reg                     cu_mem_rw_o,
    output  reg             [1:0]   cu_mem_width_o,
    output  reg                     cu_mem_rdtype_o,
    output  reg                     cu_reg1_RE_o,
    output  reg                     cu_reg2_RE_o
);                                                      
wire [6:0]  op_code = id_opcode_i;
wire [2:0]  func3   = id_func3_i;
wire [6:0]  func7   = id_func7_i;
    always @(*) begin
        case(op_code)
            7'b1100_111:begin
                cu_ALUctrl_o = 5'd0;
                cu_reg_we_o = 1'b1;
            end
            7'b0000_011:begin
                cu_ALUctrl_o = 5'd0;
                cu_reg_we_o = 1'b1;
            end
            7'b0010_011:begin
                case(func3)
                    3'b000:      cu_ALUctrl_o = 5'd0;
                    3'b010:      cu_ALUctrl_o = 5'd7;
                    3'b011:     cu_ALUctrl_o = 5'd9;
                    3'b100:      cu_ALUctrl_o = 5'd11;
                    3'b110:       cu_ALUctrl_o = 5'd12;
                    3'b111:      cu_ALUctrl_o = 5'd16;
                    3'b001:      cu_ALUctrl_o = 5'd13;
                    3'b101: begin
                        case(func7)
                            7'b0000000:  cu_ALUctrl_o = 5'd14;
                            7'b0100000:  cu_ALUctrl_o = 5'd15;
                            default:cu_ALUctrl_o = 5'd31;
                        endcase
                    end
                    default:    cu_ALUctrl_o = 5'd31;
                endcase
                cu_reg_we_o = 1'b1;
            end
            7'b0001_111:begin
                cu_ALUctrl_o = 5'd31;
                cu_reg_we_o = 1'b0;
            end
            7'b1110_011:begin
                cu_ALUctrl_o = 5'd31;
                cu_reg_we_o = 1'b0;
            end
            7'b0110_111:begin
                cu_ALUctrl_o = 5'd0;
                cu_reg_we_o = 1'b1;
            end
            7'b0010_111:begin
                cu_ALUctrl_o = 5'd0;
                cu_reg_we_o = 1'b1;
            end
            7'b1101_111:begin
                cu_ALUctrl_o = 5'd0;
                cu_reg_we_o = 1'b1;
            end
            7'b1100_011:begin
                case(func3)
                    3'b000:       cu_ALUctrl_o = 5'd5;
                    3'b001:       cu_ALUctrl_o = 5'd6;
                    3'b100:       cu_ALUctrl_o = 5'd7;
                    3'b101:       cu_ALUctrl_o = 5'd8;
                    3'b110:      cu_ALUctrl_o = 5'd9;
                    3'b111:      cu_ALUctrl_o = 5'd10;
                    default:    cu_ALUctrl_o = 5'd31;
                endcase
                cu_reg_we_o = 1'b0;
            end
            7'b0100_011:begin
                cu_ALUctrl_o = 5'd0;
                cu_reg_we_o = 1'b0;
            end
            7'b0110_011:begin
                case(func3)
                    3'b000: begin
                        case(func7)
                            7'b0000000:  cu_ALUctrl_o = 5'd0;
                            7'b0100000:  cu_ALUctrl_o = 5'd1;
                            default:cu_ALUctrl_o = 5'd31;
                        endcase
                    end
                    3'b001:      cu_ALUctrl_o = 5'd13;
                    3'b010:     cu_ALUctrl_o = 5'd7;
                    3'b011:      cu_ALUctrl_o = 5'd9;
                    3'b100:       cu_ALUctrl_o = 5'd11;
                    3'b101: begin
                        case(func7)
                            7'b0000000:  cu_ALUctrl_o = 5'd14;
                            7'b0100000:  cu_ALUctrl_o = 5'd15;
                            default:cu_ALUctrl_o = 5'd31;
                        endcase
                    end
                    3'b110:        cu_ALUctrl_o = 5'd12;
                    3'b111:       cu_ALUctrl_o = 5'd16;
                    default:    cu_ALUctrl_o = 5'd31;
                endcase
                cu_reg_we_o = 1'b1;
            end
        default:begin
            cu_ALUctrl_o = 5'd31;
            cu_reg_we_o  = 1'b0;
        end
        endcase
    end
    always @(*) begin
        case(op_code)
            7'b1100_111,7'b0000_011,7'b0010_011,7'b0010_111,7'b0110_111,7'b1101_111,7'b0100_011:begin
                cu_op_b_sel_o = 1'b1;
            end
            default:cu_op_b_sel_o = 1'b0;
        endcase
    end
    always @(*) begin
        case(op_code)
            7'b1100_111,7'b0000_011,7'b0010_011,7'b1100_011,7'b0100_011,7'b0110_011:begin
                cu_reg1_RE_o = 1'b1;
            end
            default:cu_reg1_RE_o = 1'b0;
        endcase
    end
    always @(*) begin
        case(op_code)
            7'b1100_011,7'b0100_011,7'b0110_011:begin
                cu_reg2_RE_o = 1'b1;
            end
            default:cu_reg2_RE_o = 1'b0;
        endcase
    end
    always @(*) begin
        case(op_code)
            7'b0000_011:begin
                cu_mtype_o = 1'b1;
                cu_mem_rw_o = 1'b1;
                case(func3)
                    3'b000:begin
                        cu_mem_width_o = 2'd0;
                        cu_mem_rdtype_o = 1'b0;
                    end
                    3'b001:begin
                        cu_mem_width_o = 2'd1;
                        cu_mem_rdtype_o = 1'b0;
                    end
                    3'b010:begin
                        cu_mem_width_o = 2'd2;
                        cu_mem_rdtype_o = 1'b0;
                    end
                    3'b100:begin
                        cu_mem_width_o = 2'd0;
                        cu_mem_rdtype_o = 1'b1;
                    end
                    3'b101:begin
                        cu_mem_width_o = 2'd1;
                        cu_mem_rdtype_o = 1'b1;
                    end
                    default:begin
                        cu_mem_width_o = 2'd0;
                        cu_mem_rdtype_o = 1'b0;
                    end
                endcase
            end
            7'b0100_011:begin
                cu_mtype_o = 1'b1;
                cu_mem_rw_o = 1'b0;
                cu_mem_rdtype_o = 1'b0;
                case(func3)
                    3'b000:cu_mem_width_o = 2'd0;
                    3'b001:cu_mem_width_o = 2'd1;
                    3'b010:cu_mem_width_o = 2'd2;
                    default:cu_mem_width_o = 2'd0;
                endcase
            end
            default:begin
                cu_mtype_o = 1'b0;
                cu_mem_rw_o = 1'b0;
                cu_mem_rdtype_o = 1'b0;
                cu_mem_width_o = 2'd0;
            end
        endcase
    end
endmodule
module eximm(                                                          
    input   wire            [31:0]  id_inst_i,
    output  reg             [31:0]  eximm_eximm_o
);
    wire [6:0]  opcode = id_inst_i[6:0];
    always @(*) begin
        case(opcode)
            7'b1100_111,7'b0000_011,7'b0010_011:begin
                eximm_eximm_o = { {20{id_inst_i[31]}} , id_inst_i[31:20]};
            end
            7'b0010_111,7'b0110_111:begin
                eximm_eximm_o = {id_inst_i[31:12] , {12{1'b0}} };
            end
            7'b1101_111:begin
                eximm_eximm_o = { {11{id_inst_i[31]}}, id_inst_i[31], 
                                    id_inst_i[19:12], id_inst_i[20], id_inst_i[30:21], {1'b0} };    
            end
            7'b1100_011:begin
                eximm_eximm_o = { {19{id_inst_i[31]}}, id_inst_i[31], id_inst_i[7],
                                    id_inst_i[30:25], id_inst_i[11:8], {1'b0} };
            end
            7'b0100_011:begin
                eximm_eximm_o = { {20{id_inst_i[31]}} , id_inst_i[31:20], id_inst_i[11:7] };
            end
            default:eximm_eximm_o = 32'h0;
        endcase
    end
endmodule
module id_stage (
    input   wire                    clk,
    input   wire                    rst_n,
    input   wire            [31:0]  if_id_reg_pc_i,
    input   wire            [31:0]  regs_reg1_rdata_i,
    input   wire            [31:0]  regs_reg2_rdata_i,
    output  wire            [4:0]   id_reg1_raddr_o,
    output  wire            [4:0]   id_reg2_raddr_o,
    output  wire            [31:0]  id_op_a_o,
    output  wire            [31:0]  id_op_b_o,
    output  wire            [4:0]   id_reg_waddr_o,
    output  wire            [4:0]   id_ALUctrl_o,
    output  wire                    id_reg_we_o,
    output  wire                    id_btype_flag_o,
    output  wire            [31:0]  id_btype_jump_pc_o,
    output  wire                    id_mtype_o,   
    output  wire                    id_mem_rw_o,   
    output  wire            [1:0]   id_mem_width_o,  
    output  wire            [31:0]  id_mem_wr_data_o,
    output  wire                    id_mem_rdtype_o,    
    input   wire                    dhnf_harzard_sel1_i,
    input   wire                    dhnf_harzard_sel2_i,
    input   wire            [31:0]  dhnf_forward_data1_i,
    input   wire            [31:0]  dhnf_forward_data2_i,
    output  wire                    id_reg1_RE_o,
    output  wire                    id_reg2_RE_o,
    input   wire            [31:0]  Icache_inst_i,
    input   wire                    fc_jump_flag_i,
    input   wire                    fc_Icache_data_valid_i,
    input   wire                    fc_Dcache_stall_flag_i,
    output  wire                    id_jump_flag_o,
    output  wire            [31:0]  id_jump_pc_o
);
    reg [31:0] inst_buffer;
    always @(posedge clk or negedge rst_n) begin
        if(rst_n == 1'b0)
            inst_buffer <= 32'b0;
        else
            inst_buffer <= inst;
    end
    wire [31:0] Icache_inst_buffer_from_Icache = fc_Icache_data_valid_i ? Icache_inst_i : 32'h0;
    wire [31:0] inst = fc_Dcache_stall_flag_i ? inst_buffer : delay_flag ? 32'h0 : Icache_inst_buffer_from_Icache;
    reg delay_flag;
    always @(posedge clk or negedge rst_n) begin
        if(rst_n == 1'b0)
            delay_flag <= 1'b0;
        else if(fc_jump_flag_i)
            delay_flag <= 1'b1;
        else
            delay_flag <= 1'b0;
    end
    wire [6:0]  opcode = inst[6:0];
    wire [4:0]  rd     = inst[11:7];
    wire [2:0]  func3  = inst[14:12];
    wire [4:0]  rs1    = inst[19:15];
    wire [4:0]  rs2    = inst[24:20];
    wire [6:0]  func7  = inst[31:25];
    wire [5:0]  shamt  = inst[25:20];
    wire [31:0] id_inst_o = inst;
    wire [31:0] eximm_eximm_i;
    wire        cu_op_b_sel_o;
    wire [31:0] rd1_after_hazard = dhnf_harzard_sel1_i ? dhnf_forward_data1_i : regs_reg1_rdata_i;
    wire [31:0] rd2_after_hazard = dhnf_harzard_sel2_i ? dhnf_forward_data2_i : regs_reg2_rdata_i;
    assign id_btype_flag_o = (opcode == 7'b1100_011) ? 1'b1 : 1'b0;
    assign id_btype_jump_pc_o = if_id_reg_pc_i + eximm_eximm_i;   
    assign id_reg1_raddr_o = rs1;
    assign id_reg2_raddr_o = rs2;
    assign id_reg_waddr_o  = rd;
    assign id_op_a_o = (opcode == 7'b0110_111) ? 32'h0 : 
                        (opcode == 7'b0010_111) ? if_id_reg_pc_i :
                        (opcode == 7'b1101_111 || opcode == 7'b1100_111) ? if_id_reg_pc_i :
                        rd1_after_hazard;
    assign id_op_b_o = (opcode == 7'b1101_111 || opcode == 7'b1100_111) ? 32'd4 :
                        (opcode == 7'b0010_011 && (func3 == 3'b001 || func3 == 3'b101) ) ? shamt :
                        cu_op_b_sel_o ? eximm_eximm_i :
                        rd2_after_hazard; 
    assign id_mem_wr_data_o = rd2_after_hazard;  
    assign id_jump_flag_o = (opcode == 7'b1101_111 || opcode == 7'b1100_111) ? 1'b1 : 1'b0;    
    assign id_jump_pc_o   = (opcode == 7'b1101_111 ) ? (if_id_reg_pc_i + eximm_eximm_i) : (rd1_after_hazard + eximm_eximm_i);
    cu cu_ins(
        .clk(clk),
        .rst_n(rst_n),
        .id_opcode_i(opcode),
        .id_func3_i(func3),
        .id_func7_i(func7),
        .cu_ALUctrl_o(id_ALUctrl_o),
        .cu_reg_we_o(id_reg_we_o),
        .cu_op_b_sel_o(cu_op_b_sel_o),
        .cu_mtype_o(id_mtype_o),
        .cu_mem_rw_o(id_mem_rw_o),
        .cu_mem_width_o(id_mem_width_o),
        .cu_mem_rdtype_o(id_mem_rdtype_o),
        .cu_reg1_RE_o(id_reg1_RE_o),
        .cu_reg2_RE_o(id_reg2_RE_o)
    );
    eximm eximm_ins(
        .id_inst_i(id_inst_o),
        .eximm_eximm_o(eximm_eximm_i)
    );
endmodule
</file>
<file path="flow/run.sh">
#!/bin/bash
# OpenROAD 26Q1-2900-gdf79404cd8, Yosys 0.63+post, stock flow scripts
make -C /OpenROAD-flow-scripts/flow DESIGN_CONFIG=/design/flow/config.mk WORK_HOME=/design/flow/orfs finish
</file>
==> reports/results.tsv <==
stage	metric	value	unit
floorplanning	DIE AREA	53360	µm²
place	Port Buffer Count	388	
drt	DR vias/cell	4.621	
worst_setup_path	CP endpoint kind	output pin	
cells_and_area	# fillers	4783	
drt	final WL	44.12	mm
worst_hold_path	Hold Crit Depth	2	
timing	Slew Viols, Final	0	
global_routing	total global-route track usage	15.95	%
clock_tree	Clock transition at path regs	0.06	ns
worst_setup_path	reg2reg path depth	4	
worst_setup_path	crit path launch type	input pin	
power	sw frac	32.84	%
timing	RSZ-0062 raised after global routing	false	
worst_setup_path	delay-heaviest family, CP	AND-OR/OR-AND gates	
worst_setup_path	crit path cell chain	clkdlybuf4s50_1, nand4bb_1, a221oi_2, nand3_1, nor2_1, nor2_1, o22ai_1, ha_1, o21ai_0, a21boi_0, a31oi_1, a22oi_1, a31oi_1, o221ai_1, o41ai_1, a211oi_1, o22ai_1, xnor2_1, mux2_2, clkdlybuf4s50_1	
job	MaxCap Viol Count	0	
floorplanning	chip height	231	µm
worst_setup_path	crit path max-delay cell type	clkdlybuf4s50_1	
place	dpl cell area	11970	µm²
cells_and_area	Util after Layout	27.47	%
worst_setup_path	Arr. time, crit path	9.20	ns
timing	fin crit period	12.04	ns
power	Internal Pwr Total	0.3227	mW
power	pwr dens	39.64	nW/µm²
worst_setup_path	critical path launch point	fc_Icache_data_valid_i	
logic_synthesis	Top FF cell, synth	dfrtp_1	
timing	setup tns final	0	ns
power	switching pwr	0.1578	mW
floorplanning	Pre-Place Util	16.49	%
cells_and_area	layout cells sized above 1	11.51	%
power	Max IR drop VDD	0.04321	mV
floorplanning	IO Pins	389	
global_routing	GR Overflow Total	0	
clock_tree	CTS Sinks	33	
place	RePlAce Congestion	0.9087	
timing	Final period util	84.79	%
place	HPWL Detailed	38.39	mm
logic_synthesis	number of synthesized register bits	33	
logic_synthesis	Yosys cell types	88	
power	combinational power share	56.0	%
timing	fmax	0.08306	GHz
clock_tree	Root Buffer	clkbuf_16	
cells_and_area	fin cells	1921	
logic_synthesis	Ys Warns	3	
timing	Worst Max-Slew Pin Slew	0.8927	ns
cells_and_area	logic area	6178	µm²
drt	Diodes inserted	0	
power	Flop pwr share	21.1	%
floorplanning	Core Area	44120	µm²
clock_tree	# Post-CTS Setup Buffers	0	
clock_tree	CTS tree	done	
drt	drt pass-1 iters	5	
power	total power	0.4805	mW
drt	initial DRC count	627	
worst_setup_path	WS Path Type	in -> out	
drt	final antenna-violating net count	0	
worst_setup_path	CP Max Fanout	9	
worst_setup_path	launch point of the worst reg-to-reg path	delay_flag	
logic_synthesis	YS chip area	7274	µm²
cells_and_area	synthesis-to-finish area growth	66.63	%
global_routing	initial antenna violation count	2	
job	tool warnings	25	
cells_and_area	Design Area, Final	12120	µm²
timing	Slew HR	39.86	%
logic_synthesis	sequential area share after synthesis	11.35	%
logic_synthesis	Post-synth EDFFs	0	
clock_tree	clk buf depth	2	
worst_setup_path	Required @ worst endpoint	11.36	ns
logic_synthesis	Mean Syn Cell Area	7.722	µm²
timing	count of final setup violators	0	
worst_hold_path	Hold Crit Class	reg -> reg	
drt	vias	8877	
worst_hold_path	hold endpoint	inst_buffer[1]	
worst_setup_path	critical path's largest stage delay	0.66	ns
drt	DR WL/cell	22.97	µm
clock_tree	Hold Buf Count CTS	0	
global_routing	pin count of the biggest net entering global routing	46	
worst_setup_path	r2r setup slk	12.03	ns
worst_setup_path	R2R Path End	inst_buffer[12]	
floorplanning	FP Rows	77	
global_routing	vias in the first global route	9019	
timing	Final Hold Viols	0	
power	Clk pwr share	22.9	%
logic_synthesis	number of cells in the yosys synthesis report	942	
global_routing	first-pass GRT wire length	62.40	mm
run_status	run status	finished, final reports clean	
place	dpl cells	1913	
clock_tree	CTS Buf Count	5	
clock_tree	worst skew pair latency	0.29	ns
clock_tree	H-tree Lvls	2	
logic_synthesis	Post-synth ARST share	100.0	%
worst_hold_path	min-delay src	inst_buffer[1]	
logic_synthesis	synthesized cell area	7274	µm²
floorplanning	Die X	231	µm
timing	clk_skew	0.008794	ns
cells_and_area	sequential cell area	825.8	µm²
logic_synthesis	Post-Synthesis Cells	942	
worst_setup_path	Buf/Inv on CP	2	
drt	DR DRC count	0	
clock_tree	number of cells upsized or downsized after cts	0	
power	P_leak	5.284	nW
-- registers in the layout, summed over array words and instances, names as in the netlist --
signal	count
delay_flag	1
inst_buffer	32
-- metal layers --
metal / wire length (µm) / global-route usage [%] / vias to the layer above
met4: 494 / 1.501 / 2
li1: - / - / 4271
met5: 13 / 0 / -
met2: 20440 / 26.35 / 390
met1: 19050 / 20.72 / 4186
met3: 4124 / 5.085 / 28
-- layout by cell type (no fill, tap or decap), types with 7 or more instances in the layout --
| cell type | netlist | routed |
|---|---|---|
| and2_1 | 7 | 7 |
| nor2_1 | 118 | 116 |
| a22oi_1 | 22 | 22 |
| nand3_1 | 14 | 14 |
| xor2_1 | 21 | 21 |
| nor3_1 | 21 | 21 |
| nand2b_1 | 8 | 8 |
| mux2i_1 | 54 | 54 |
| a21oi_1 | 65 | 64 |
| buf_4 | 1 | 31 |
| dfrtp_1 | 33 | 33 |
| nand2_1 | 81 | 80 |
| a22o_1 | 10 | 10 |
| clkdlybuf4s50_1 | 0 | 385 |
| a31oi_1 | 10 | 10 |
| and3_1 | 10 | 10 |
| ha_1 | 58 | 58 |
| inv_1 | 29 | 29 |
| xnor2_1 | 40 | 40 |
| o21ai_0 | 54 | 54 |
| a21o_1 | 34 | 34 |
| mux2_2 | 67 | 67 |
| nor2b_1 | 12 | 12 |
| o22ai_1 | 9 | 9 |
| a211oi_1 | 16 | 16 |
-- cell families after synthesis --
family,count (synthesis),share of synthesized area [%]
fa+ha+maj,63,10.94
simple gates,303,20.66
flops,33,11.35
xor+xnor,62,7.568
buf+inv,73,4.179
compound gates,285,27.19
mux,123,18.11
-- power by group through the flow --
stage / combinational (mW) / clock [mW] / sequential [mW]
finish: 0.269 / 0.110 / 0.101
CTS: 0.274 / 0.112 / 0.101
global route: 0.292 / 0.116 / 0.102
-- worst min-delay path, stage by stage (launching register included) --
cell and delay, ns:
dfrtp_1 0.32, nand2_1 0.12, nand2_1 0.09
-- layout make-up --
class                           count  share of cell area, %
Clock buffer                        5                  1.032
Tap cell                          592                  6.111
Clock inverter                      3                 0.1858
Multi-Input combinational cell    836                  50.97
Sequential cell                    33                  6.813
Inverter                           33                  1.053
Timing Repair Buffer              419                  33.84
-- synth_stat cells (all sizes together), types with 3 or more instances --
cell	number	area (µm²)
o221ai	3	26.28
o31ai	7	71.32
buf	14	78.82
or3	4	30.03
a31oi	10	62.56
o21bai	4	30.03
xor2	21	183.9
nand2b	8	50.05
and3	10	62.56
mux2	69	777.0
maj3	3	30.03
dfrtp	33	825.8
nor4	3	33.78
o21a	5	37.54
xnor2	41	366.6
nand2	82	310.3
nor2b	12	75.07
mux2i	54	540.5
nand4bb	5	56.30
a21oi	68	351.6
nand3	14	70.07
nand4	5	52.55
nor3	23	131.4
inv	32	122.6
o22ai	9	56.30
a22oi	25	211.5
o21ai	58	290.3
o2111ai	3	26.28
nor2	119	454.2
clkbuf	26	97.59
and2	8	52.55
ha	58	725.7
a22o	10	87.58
a21boi	3	22.52
a211oi	17	140.1
o211ai	6	50.05
a21o	34	255.2
a221o	6	61.31
-- per-stage QoR --
step,hold WS [ns],setup slack [ns]
finish,0.5673,2.160
global placement,0.5479,2.480
floorplan,0.4779,4.393
CTS,0.5645,2.319
global route,0.6018,1.648
detailed placement,0.5491,2.341
-- worst max-delay path by stage --
stage / end / slack, ns / cells after the start
CTS: id_jump_pc_o[31] / 2.32 / 20
global route: id_jump_pc_o[31] / 1.65 / 20
finish: id_jump_pc_o[31] / 2.16 / 20
Power is estimated from default activity; no workload was simulated.
