[/design/flow/config.mk]
export PLATFORM = sky130hd
export DESIGN_NAME = ex_stage
export DESIGN_NICKNAME = ex_stage
export VERILOG_FILES = /design/flow/design.v
export SDC_FILE = /design/flow/constraint.sdc
export NUM_CORES = 4
export LEC_CHECK = 1
export CORE_UTILIZATION = 40
[/design/flow/constraint.sdc]
current_design ex_stage

set clk_period 13.3
set clk_io_pct 0.2

create_clock -name clk0 -period $clk_period

set non_clock_inputs [all_inputs -no_clocks]
set_input_delay [expr $clk_period * $clk_io_pct] -clock clk0 $non_clock_inputs
set_output_delay [expr $clk_period * $clk_io_pct] -clock clk0 [all_outputs]
[/design/flow/design.v]
module ex_stage (
    input   wire                    clk,
    input   wire                    rst_n,
    input   wire            [31:0]  id_ex_reg_op_a_i,
    input   wire            [31:0]  id_ex_reg_op_b_i,            
    input   wire            [4:0]   id_ex_reg_ALUctrl_i,
    input   wire            [4:0]   id_ex_reg_reg_waddr_i,
    input   wire                    id_ex_reg_reg_we_i,
    input   wire                    id_ex_reg_btype_flag_i,
    input   wire            [31:0]  id_ex_reg_btype_jump_pc_i,
    input   wire                    id_ex_reg_mtype_i,  
    input   wire                    id_ex_reg_mem_rw_i, 
    input   wire            [1:0]   id_ex_reg_mem_width_i,
    input   wire            [31:0]  id_ex_reg_mem_wr_data_i,
    input   wire                    id_ex_reg_mem_rdtype_i,   
    output  reg             [31:0]  ex_op_c_o,
    output  wire            [4:0]   ex_reg_waddr_o,
    output  wire                    ex_reg_we_o,
    output  wire                    ex_mtype_o,  
    output  wire                    ex_mem_rw_o, 
    output  wire            [1:0]   ex_mem_width_o,
    output  wire            [31:0]  ex_mem_wr_data_o,
    output  wire                    ex_mem_rdtype_o,
    output  wire            [31:0]  ex_mem_addr_o,
    output  wire                    ex_branch_flag_o,
    output  wire            [31:0]  ex_jump_pc_o
);
    wire [31:0] op_a = id_ex_reg_op_a_i;
    wire [31:0] op_b = id_ex_reg_op_b_i;
    always @(*) begin
        case(id_ex_reg_ALUctrl_i)
            5'd0:   ex_op_c_o = op_a + op_b;
            5'd1:   ex_op_c_o = op_a - op_b;
            5'd5:   ex_op_c_o = ((op_a ^ op_b) == 32'h0) ? 32'b1 : 32'b0;
            5'd6:   ex_op_c_o = ((op_a ^ op_b) == 32'h0) ? 32'b0 : 32'b1;
            5'd7:   ex_op_c_o = ($signed(op_a) < $signed(op_b)) ? 32'b1 : 32'b0;
            5'd8:   ex_op_c_o = ($signed(op_a) < $signed(op_b)) ? 32'b0 : 32'b1;
            5'd9:  ex_op_c_o = ($unsigned(op_a) < $unsigned(op_b)) ? 32'b1 : 32'b0;
            5'd10:  ex_op_c_o = ($unsigned(op_a) < $unsigned(op_b)) ? 32'b0 : 32'b1;
            5'd11:   ex_op_c_o = op_a ^ op_b;
            5'd12:    ex_op_c_o = op_a | op_b;
            5'd13:   ex_op_c_o = op_a << op_b[4:0];
            5'd14:   ex_op_c_o = op_a >> op_b[4:0];
            5'd15:   ex_op_c_o = ($signed(op_a)) >>> op_b[4:0];   
            5'd16:   ex_op_c_o = op_a & op_b;         
            5'd31: ex_op_c_o = 32'h0;
            default:ex_op_c_o = 32'h0;
        endcase
    end
    assign ex_reg_waddr_o = id_ex_reg_reg_waddr_i;
    assign ex_reg_we_o = id_ex_reg_reg_we_i;
    assign ex_branch_flag_o = ex_op_c_o && id_ex_reg_btype_flag_i; 
    assign ex_ins_flush_o = ex_op_c_o && id_ex_reg_btype_flag_i; 
    assign ex_jump_pc_o = id_ex_reg_btype_jump_pc_i;
    assign ex_mtype_o = id_ex_reg_mtype_i;
    assign ex_mem_rw_o = id_ex_reg_mem_rw_i;
    assign ex_mem_width_o = id_ex_reg_mem_width_i;
    assign ex_mem_wr_data_o = id_ex_reg_mem_wr_data_i;
    assign ex_mem_rdtype_o = id_ex_reg_mem_rdtype_i;
    assign ex_mem_addr_o = ex_op_c_o;
endmodule
[/design/flow/run.sh]
#!/bin/bash
# OpenROAD 26Q1-2900-gdf79404cd8, Yosys 0.63+post, stock flow scripts
make -C /OpenROAD-flow-scripts/flow DESIGN_CONFIG=/design/flow/config.mk WORK_HOME=/design/flow/orfs finish
==> impl_metrics.ini <==
; synthesis and place-and-route metrics
[grt]
grt.total_usage_pct = 37.9
grt_max_degree = 52
gr-total-overflow = 0
vias_in_the_first_global_route = 10800
antenna_found_initial = 3
grt_first_pass_wirelength_mm = 72.3

[flow_run]
max-cap-violations = 0
tool_warnings = 102

[timing]
timing.final.max_slew_violations = 0
rsz0062_at_grt = false
fmax_ghz = 0.0879
finalClockPeriodUsage_pct = 85.6
setup-tns-final_ps = 0
setup_viol = 0
hold_viol = 0
fin_crit_ps = 11380
max_slew.worst_pin.slew_ps = 972
relSlewSlack_pct = 34.6

[floorplanning]
floorplan_utilization_pct = 40.7
die-width_um = 162
die_area_um2 = 26200
die_height_um = 162
placeable_core_area_um2 = 25100
placementRows = 58
ios = 287

[critical_path]
critPathLaunchType = input pin
worstPathArrival_ps = 8720
crit_path_end_kind = output pin
cp-startpoint = id_ex_reg_op_b_i[4]
timing.critical_path.fanout_max = 44
timing_worst_setup_path_type = in2out
critPathRequiredTime_ps = 10640

[detailed_routing]
drt_drc_violations_left = 0
drtAntennaViolNets = 0
routed-via-count = 11900
via_to_cell_ratio = 6.79
post_detailed_routing_wire_length_mm = 49.7
detailedRoute.firstPassIterationCount = 6
post_drt_wl_per_cell_um = 28.4
detailedRoute.firstIterationViolations = 1276

[worst_hold_path]
worst_hold_path_type = in2out
min_from = id_ex_reg_btype_jump_pc_i[0]

[finish]
finish.utilization_pct = 43.8
sequential_cell_total = 0
final.clkbuf_count = 0
finish.cell_count_without_fillers = 1752
areaGrowthSynthToFinish_pct = 7.52
final_layout_size_suffix_gt1_share_pct = 8.44
n_fill_cell = 2666
logic_area_um2 = 8580
area.sequential_um2 = 0

[clock_network]
post_cts.resized_instances = 0
cts.repair_timing.setup_buffer_count = 0
ctsHoldBuffers = 0

[status]
run_status = finished, final reports clean

[logic_synthesis]
yosysWarningCount = 2
syn_avg_cell_area_um2 = 6.99
synth_seq_share_pct = 0
yosys-stat-cells = 1461
syn_area_um2 = 10200
yosysUniqueCellTypes = 89
yosys.stat.chipArea_um2 = 10200
post_synth_inst_count = 1461

[power_and_ir_drop]
int_pwr_w = 0.000188
switchingPower_w = 0.000275
report.power.total_w = 0.000463
cellLeakagePower_nw = 4.44
maximum_vdd_drop_mv = 0.0289
power.density_nw_per_um2 = 42.1
sw_share_pct = 59.4

[placement]
post-place-cells = 1751
routabilityCongestion = 1.03
buffer_ports.inserted = 135
total_half_perimeter_wirelength_after_legalization_and_detailed_placement_mm = 39.4
==> final timing paths <==
check                 slack [ps]          endpoint  cells past startpoint
worst max-delay path        1920  ex_branch_flag_o                     16
worst min-delay path        5320   ex_jump_pc_o[0]                      0
==> cells by family after synthesis <==
logic type      synth area share [%]
compound gates                  33.0
fa+ha+maj                       12.6
simple gates                    20.8
xor+xnor                        1.11
mux                             16.3
buf+inv                         16.2
==> cell usage in the layout, fill, tap and decap left out, types with 17 or more instances in the layout <==
cell type and n:
sky130_fd_sc_hd__clkdlybuf4s50_1 132, sky130_fd_sc_hd__o22ai_1 27, sky130_fd_sc_hd__inv_1 100, sky130_fd_sc_hd__buf_4 36, sky130_fd_sc_hd__a31oi_1 21, sky130_fd_sc_hd__o21ai_0 59, sky130_fd_sc_hd__nand3_1 32, sky130_fd_sc_hd__o211ai_1 26
sky130_fd_sc_hd__ha_1 100, sky130_fd_sc_hd__o31ai_1 19, sky130_fd_sc_hd__nor2b_1 17, sky130_fd_sc_hd__mux2_2 22, sky130_fd_sc_hd__mux4_2 29, sky130_fd_sc_hd__a221oi_1 20, sky130_fd_sc_hd__nand2_1 114, sky130_fd_sc_hd__a21oi_1 93
sky130_fd_sc_hd__nor2_1 111, sky130_fd_sc_hd__a211oi_1 24, sky130_fd_sc_hd__a22oi_1 27, sky130_fd_sc_hd__nor3_1 40, sky130_fd_sc_hd__mux2i_1 68
==> synth_stat cells (22+ instances only) <==
cell                       count  share of area [%]
sky130_fd_sc_hd__nand2_1     114                4.2
sky130_fd_sc_hd__nor2_1      111                4.1
sky130_fd_sc_hd__buf_4       109                8.0
sky130_fd_sc_hd__ha_1        100                 12
sky130_fd_sc_hd__inv_1       100                3.7
sky130_fd_sc_hd__a21oi_1      93                4.6
sky130_fd_sc_hd__clkbuf_1     71                2.6
sky130_fd_sc_hd__mux2i_1      68                6.7
sky130_fd_sc_hd__o21ai_0      59                2.9
sky130_fd_sc_hd__nor3_1       41                2.0
sky130_fd_sc_hd__nand3_1      32                1.6
sky130_fd_sc_hd__mux4_2       29                6.4
sky130_fd_sc_hd__a22oi_1      27                2.0
sky130_fd_sc_hd__o22ai_1      27                1.7
sky130_fd_sc_hd__o211ai_1     26                1.9
sky130_fd_sc_hd__a211oi_1     24                1.8
sky130_fd_sc_hd__mux2_2       22                2.4
==> worst max-delay path, stage by stage <==
cell                              delay [ps]
sky130_fd_sc_hd__clkdlybuf4s50_1         450
sky130_fd_sc_hd__buf_4                   480
sky130_fd_sc_hd__inv_1                   510
sky130_fd_sc_hd__ha_1                    610
sky130_fd_sc_hd__a21oi_2                 290
sky130_fd_sc_hd__o22ai_1                 150
sky130_fd_sc_hd__or2_2                   330
sky130_fd_sc_hd__o31ai_1                 520
sky130_fd_sc_hd__nand2_1                 230
sky130_fd_sc_hd__a221oi_1                350
sky130_fd_sc_hd__o21ai_1                 190
sky130_fd_sc_hd__nor4_1                  390
sky130_fd_sc_hd__or4b_1                  590
sky130_fd_sc_hd__nor4b_2                 350
sky130_fd_sc_hd__a41oi_1                 160
sky130_fd_sc_hd__clkdlybuf4s50_1         430
==> through the flow <==
stage | hold WS (ps) | setup WS, ps | instance area, um^2
CTS | 5320 | 2010 | 11000
detailed placement | 5320 | 2020 | 11000
global route | 5320 | 1640 | 11000
finish | 5320 | 1920 | 11000
floorplan | 5370 | 3950 | 10200
global placement | 5320 | 2050 | 11000
==> final cells by class <==
type	count	share of cell area (%)
repair buffers	170	14.6
multi-input cells	1147	78.1
inverters	104	3.55
well taps	330	3.76
diodes	1	0.0228
==> routing by layer <==
metal  wire, um  GRT usage [%]
met4       1870           12.2
met3       4850           7.32
met1      21500           54.7
met5         12              0
met2      21500           56.8
==> power by group through the flow <==
stage	clock [W]	sequential, W	combinational, W
after CTS	0	0	0.000451
after global routing	0	0	0.000492
Power and IR drop assume default switching activity.
