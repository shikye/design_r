===== design/flow/design.v =====
module ICache (
    input   wire                    clk,
    input   wire                    rst_n,
    input   wire            [31:0]  if_pc_i, 
    input   wire                    if_valid_req_i,
    output  reg             [31:0]  Icache_inst_o,
    output  reg                     Icache_ready_o,
    output  wire                    Icache_hit_o,
    input   wire                    fc_jump_stop_Icache_i,
    output  reg             [31:0]  Icache_addr_o,
    output  reg                     Icache_valid_req_o,
    input   wire                    mem_ready_i,
    input   wire            [127:0] mem_data_i
);
localparam Idle_or_Compare_Tag  = 0;  
localparam Read_from_Mem        = 1;
reg cur_state;
localparam Tag_Width        = 25 - 1;
localparam Valid            = 26;
localparam Replace          = 25;
reg [127:0] ICache_Data_Block [0:15];
reg [26:0]  ICache_Tag_Array  [0:15];
wire [24:0] Icache_tag   = if_pc_i[31:7];
wire [3:0]  Icache_index = {{1'b0},if_pc_i[6:4]};    
wire [1:0]  Icache_off   = if_pc_i[3:2];      
reg [24:0] Tag_buffer;
reg [1:0] Read_off;
reg [3:0] Index_off;
wire [1:0] ICache_Tag_hit;
assign ICache_Tag_hit[0] = ( (Icache_tag == ICache_Tag_Array[Icache_index << 1][Tag_Width:0]) && ICache_Tag_Array[Icache_index << 1][Valid] == 1'b1 );
assign ICache_Tag_hit[1] = ( (Icache_tag == ICache_Tag_Array[(Icache_index << 1) + 1][Tag_Width:0]) && ICache_Tag_Array[(Icache_index << 1) + 1][Valid] == 1'b1 );
assign Icache_hit_o              = (ICache_Tag_hit != 2'b00);
reg         victim_number;
always @(*) begin
    if(rst_n == 1'b0)begin
        ICache_Tag_Array[0]    = 27'h0;
        ICache_Tag_Array[1]    = 27'h0;
        ICache_Tag_Array[2]    = 27'h0;
        ICache_Tag_Array[3]    = 27'h0;
        ICache_Tag_Array[4]    = 27'h0;
        ICache_Tag_Array[5]    = 27'h0;
        ICache_Tag_Array[6]    = 27'h0;
        ICache_Tag_Array[7]    = 27'h0;
        ICache_Tag_Array[8]    = 27'h0;
        ICache_Tag_Array[9]    = 27'h0;
        ICache_Tag_Array[10]   = 27'h0;
        ICache_Tag_Array[11]   = 27'h0;
        ICache_Tag_Array[12]   = 27'h0;
        ICache_Tag_Array[13]   = 27'h0;
        ICache_Tag_Array[14]   = 27'h0;
        ICache_Tag_Array[15]   = 27'h0;
    end
end
always @(posedge clk or negedge rst_n) begin   
    if(rst_n == 1'b0)begin
        Icache_inst_o <= 32'h0;
        Icache_ready_o <= 1'b0;
        Icache_addr_o <= 32'h0;
        Icache_valid_req_o <= 1'b0;
        Read_off <= 2'b0;
        cur_state <= Idle_or_Compare_Tag;
    end 
    else begin
        case(cur_state)
            Idle_or_Compare_Tag:begin
                if(if_valid_req_i == 1'b1)begin
                    if(Icache_hit_o == 1'b1)begin    
                        cur_state <= Idle_or_Compare_Tag;
                        Icache_valid_req_o <= 1'b0;
                        Icache_ready_o <= 1'b1;
                        if(ICache_Tag_hit[0] == 1'b1) begin
                            case(Icache_off)
                                2'b00:Icache_inst_o <= ICache_Data_Block[Icache_index << 1][31:0];
                                2'b01:Icache_inst_o <= ICache_Data_Block[Icache_index << 1][63:32];
                                2'b10:Icache_inst_o <= ICache_Data_Block[Icache_index << 1][95:64];
                                2'b11:Icache_inst_o <= ICache_Data_Block[Icache_index << 1][127:96];
                                default:Icache_inst_o <= 32'h0;
                            endcase
                            ICache_Tag_Array[Icache_index << 1][Replace] <= 1'b0;
                            ICache_Tag_Array[(Icache_index << 1) + 1][Replace] <= 1'b1;
                        end
                        else begin
                            case(Icache_off)
                                2'b00:Icache_inst_o <= ICache_Data_Block[(Icache_index << 1) + 1][31:0];
                                2'b01:Icache_inst_o <= ICache_Data_Block[(Icache_index << 1) + 1][63:32];
                                2'b10:Icache_inst_o <= ICache_Data_Block[(Icache_index << 1) + 1][95:64];
                                2'b11:Icache_inst_o <= ICache_Data_Block[(Icache_index << 1) + 1][127:96];
                                default:Icache_inst_o <= 32'h0;
                            endcase
                            ICache_Tag_Array[Icache_index << 1][Replace] <= 1'b1;
                            ICache_Tag_Array[(Icache_index << 1) + 1][Replace] <= 1'b0;
                        end
                    end
                    else begin                     
                        Icache_valid_req_o <= 1'b1;
                        Icache_addr_o <= (if_pc_i >> 4) << 4;
                        Icache_ready_o <= 1'b0;
                        cur_state <= Read_from_Mem;
                        Read_off <= Icache_off;
                        Index_off <= Icache_index;
                        Tag_buffer <= Icache_tag;
                        case( {ICache_Tag_Array[(Icache_index << 1) + 1][Replace],ICache_Tag_Array[Icache_index << 1][Replace]} )
                            2'b00:begin
                                victim_number <= 1'b0;
                            end
                            2'b01:begin
                                victim_number <= 1'b0;
                            end
                            2'b10:begin
                                victim_number <= 1'b1;
                            end
                            default:begin
                                victim_number = 1'b0;
                            end
                        endcase
                    end
                end
                else begin     
                    cur_state <= Idle_or_Compare_Tag;
                    Icache_ready_o <= 1'b0;
                end
            end
        Read_from_Mem:begin
            Icache_valid_req_o <= 1'b0;  
            if(fc_jump_stop_Icache_i == 1'b1) begin   
                if(Icache_hit_o == 1'b1)begin    
                        cur_state <= Idle_or_Compare_Tag;
                        Icache_valid_req_o <= 1'b0;
                        Icache_ready_o <= 1'b1;
                        if(ICache_Tag_hit[0] == 1'b1) begin
                            case(Icache_off)
                                2'b00:Icache_inst_o <= ICache_Data_Block[Icache_index << 1][31:0];
                                2'b01:Icache_inst_o <= ICache_Data_Block[Icache_index << 1][63:32];
                                2'b10:Icache_inst_o <= ICache_Data_Block[Icache_index << 1][95:64];
                                2'b11:Icache_inst_o <= ICache_Data_Block[Icache_index << 1][127:96];
                                default:Icache_inst_o <= 32'h0;
                            endcase
                            ICache_Tag_Array[Icache_index << 1][Replace] <= 1'b0;
                            ICache_Tag_Array[(Icache_index << 1) + 1][Replace] <= 1'b1;
                        end
                        else begin
                            case(Icache_off)
                                2'b00:Icache_inst_o <= ICache_Data_Block[(Icache_index << 1) + 1][31:0];
                                2'b01:Icache_inst_o <= ICache_Data_Block[(Icache_index << 1) + 1][63:32];
                                2'b10:Icache_inst_o <= ICache_Data_Block[(Icache_index << 1) + 1][95:64];
                                2'b11:Icache_inst_o <= ICache_Data_Block[(Icache_index << 1) + 1][127:96];
                                default:Icache_inst_o <= 32'h0;
                            endcase
                            ICache_Tag_Array[Icache_index << 1][Replace] <= 1'b1;
                            ICache_Tag_Array[(Icache_index << 1) + 1][Replace] <= 1'b0;
                        end
                end
                else begin                     
                    Icache_valid_req_o <= 1'b1;
                    Icache_addr_o <= (if_pc_i >> 4) << 4;
                    Icache_ready_o <= 1'b0;
                    cur_state <= Read_from_Mem;
                    Read_off <= Icache_off;
                    Index_off <= Icache_index;
                    Tag_buffer <= Icache_tag;
                    case( {ICache_Tag_Array[(Icache_index << 1) + 1][Replace],ICache_Tag_Array[Icache_index << 1][Replace]} )
                        2'b00:begin
                            victim_number <= 1'b0;
                        end
                        2'b01:begin
                            victim_number <= 1'b0;
                        end
                        2'b10:begin
                            victim_number <= 1'b1;
                        end
                        default:begin
                            victim_number = 1'b0;
                        end
                    endcase
                end
            end
            else begin
                if(mem_ready_i == 1'b1) begin  
                    ICache_Data_Block[(Index_off << 1) + victim_number] <= mem_data_i;
                    ICache_Tag_Array[(Index_off << 1) + victim_number][Valid] <= 1'b1;
                    Icache_ready_o <= 1'b1;
                    case(Read_off)
                        2'b00:Icache_inst_o <= mem_data_i[31:0];
                        2'b01:Icache_inst_o <= mem_data_i[63:32];
                        2'b10:Icache_inst_o <= mem_data_i[95:64];
                        2'b11:Icache_inst_o <= mem_data_i[127:96];
                        default:Icache_inst_o <= 32'h0;
                    endcase
                    if(victim_number == 1'b0) begin
                        ICache_Tag_Array[Index_off << 1][Replace] <= 1'b0;
                        ICache_Tag_Array[(Index_off << 1) + 1][Replace] <= 1'b1;
                        ICache_Tag_Array[Index_off << 1][Tag_Width:0] <= Tag_buffer;
                    end 
                    else begin
                        ICache_Tag_Array[Index_off << 1][Replace] <= 1'b1;
                        ICache_Tag_Array[(Index_off << 1) + 1][Replace] <= 1'b0;
                        ICache_Tag_Array[(Index_off << 1) + 1][Tag_Width:0] <= Tag_buffer;
                    end
                    cur_state <= Idle_or_Compare_Tag;
                end
                else begin
                    Icache_ready_o <= 1'b0; 
                    cur_state <= Read_from_Mem;  
                end
            end
        end
        default: begin
            cur_state <= Idle_or_Compare_Tag;
            Icache_ready_o <= 1'b0; 
        end
    endcase
    end
end
endmodule

===== design/flow/run.sh =====
#!/bin/bash
# OpenROAD 26Q1-2900-gdf79404cd8, Yosys 0.63+post, stock flow scripts
make -C /OpenROAD-flow-scripts/flow DESIGN_CONFIG=/design/flow/config.mk WORK_HOME=/design/flow/orfs finish

===== design/flow/config.mk =====
export PLATFORM = sky130hd
export DESIGN_NAME = ICache
export DESIGN_NICKNAME = ICache
export VERILOG_FILES = /design/flow/design.v
export SDC_FILE = /design/flow/constraint.sdc
export NUM_CORES = 4
export LEC_CHECK = 1
export CORE_AREA = 10 10 156 156
export DIE_AREA = 0 0 166 166

===== design/flow/constraint.sdc =====
current_design ICache

set clk_period 4.8
set clk_io_pct 0.2

create_clock -name clk0 -period $clk_period [get_ports {clk}]

set non_clock_inputs [all_inputs -no_clocks]
set_input_delay [expr $clk_period * $clk_io_pct] -clock clk0 $non_clock_inputs
set_output_delay [expr $clk_period * $clk_io_pct] -clock clk0 [all_outputs]

==> reports/qor.txt <==
run status -> complete, no violations
netlist area before placement -> 0.00338 mm2
R2R depth -> 3
count of instances resized after the clock tree is built -> 0
Leakage Power -> 2.39 nW
Top Family by Delay on Critical Path -> buffers and inverters
Chip Width -> 166 um
via count of the first global-routing pass -> 2,971
length of the first detailed-routing pass in iterations -> 4
fraction of final layout cells sized beyond drive strength 1 -> 27.2%
register clock-pin slew on the reported worst setup and hold paths -> 0.05 ns
Overall Global Routing Usage -> 8.62%
area leader, netlist -> dfrtp_1
end of the worst hold path -> Icache_addr_o[9]
Max Buffers Root-to-Sink -> 2
post-synthesis sequential area ratio -> 48.1%
Max Cap Viol -> 0
total via count after detailed routing -> 2,592
Reg2Reg Capture Point -> Icache_inst_o[14]
source of the worst register-to-register timing path -> cur_state
Peak Freq -> 361 MHz
most frequent cell after synthesis -> dfrtp_1
Max stage delay cell, worst path -> and3b_2
cells after synthesis -> 187
number of buffers added by the clock tree synthesis step -> 9
worst slew pin tran -> 0.753 ns
Hold/Removal Path Class -> flop to flop
number of antenna violations at the first check in global routing -> 3
area after detailed placement -> 0.00586 mm2
unrepaired setup endpoints after global routing -> false
final setup TNS -> 0 ns
worst endpoint data arrival time -> 2.99 ns
Cell Type Count -> 17
Log Warnings -> 27
IO Port Bufs -> 224
post-route worst setup slack -> 2.03 ns
final cell area excluding filler cells -> 0.00614 mm2
fraction of post-synthesis cell area in the top cell type by area -> 48.1%
placement row count -> 53
startpoint kind of the worst setup timing path -> input pin
start point of the worst min-delay path -> Icache_addr_o[9]
WL final -> 12,000 um
warnings from Yosys -> 867
final standard cell utilization of the core -> 29.2%
share of the cycle needed by the critical path after routing -> 57.7%
clk sink count -> 65
area growth from synthesis to layout -> 81.7%
post-route DRC violation count -> 0
Clock Tree Root -> clkbuf_16
per-cell via count in the routed design -> 3.75
stage delay of the slowest cell on the critical path -> 0.72 ns
maximum number of pins on one net before global-route repair -> 34
worst slack after detailed placement -> 1.64 ns
power density cells -> 353 mW/mm2
setup violators final -> 0
worst slew slack as a fraction of its limit -> 49.8%
insertion delay of the later-clocked pin in the worst-skew pair -> 0.34 ns
per-cell routed wire length -> 17.3 um
type of destination of the critical path -> flop
top_reg_cell synth -> dfrtp_1
final tally of max-slew violations -> 0
Hold Path Cell Cnt -> 1
total number of H-tree levels -> 3
leading post-synthesis cells by instance count -> 65 x dfrtp_1, 33 x mux2_2, 29 x mux2_4, 29 x mux4_2, 8 x buf_4
CTS tree -> yes
grt ovf -> 0
placer's final routability congestion estimate -> 0.869
hold bufs inserted after CTS -> 0
Critical Setup Path Class -> input pin to flop
initial cell density of the core -> 16.1%
Fin Clk Skew -> 0.00353 ns
half-perimeter wire length after placement -> 9500 um
Post-synth regs -> 65
tally of nets with antenna violations remaining after routing -> 0
Post-Syn Area per Cell -> 18.1 um2
Buffers & Inverters on Critical Path -> 2
minimum period implied by the final worst setup slack -> 2.77 ns
I/O pin cnt -> 232
setup repair bufs after CTS -> 0
iteration-0 DRC count of the detailed router -> 93
maximum ir drop on the vdd rail -> 0.000149 V
number of flops mapped to enable cells by yosys -> 0
ranking of synthesized cells by area -> dfrtp_1 48%, mux4_2 19%, mux2_4 13%
number of hold violations in the final report -> 0
die area -> 0.0276 mm2
cells along the critical path -> clkdlybuf4s50_1 -> and3b_2 -> buf_4 -> mux2_2
Yosys chip area -> 0.00338 mm2
Crit Path Max Fanout -> 19
die boundary height -> 166 um
asr flop ratio synth -> 100%
total of fill cells in the finished design -> 2,066
core box area -> 0.0210 mm2
Worst R2R Setup Slack -> 2.71 ns
WP data required -> 5.02 ns
first-pass GRT wire length -> 18,700 um
yosys stat cell total -> 187
cells by family after synthesis:
family,after synthesis,share of synthesized area [%]
mux,95,45.8
simple gates,4,0.629
other cells,1,0.111
compound gates,1,0.148
buf+inv,21,5.15
flops,65,48.1
how the worst max path moves through the flow:
stage                 cells past startpoint                 to  slack (ns)             startpoint
after CTS                                 4  Icache_inst_o[14]        2.00  fc_jump_stop_Icache_i
after global routing                      4  Icache_inst_o[14]        1.92  fc_jump_stop_Icache_i
final                                     4  Icache_inst_o[14]        2.03  fc_jump_stop_Icache_i
routing by layer:
layer	track usage (%)	up-vias	share of wire, %
met4	1.19	0	1.8
met3	3.67	14	9.1
met5	0	-	0
met2	14.2	118	49
li1	-	1167	-
met1	10.6	1293	40
cells in the final DEF, fill, tap and decap left out, types with 2 or more instances in the layout:
cell type        count
buf_4                5
clkbuf_1             2
clkbuf_16            9
clkdlybuf4s50_1    223
clkinv_2             3
conb_1               5
dfrtp_1             64
diode_2              2
mux2_2              33
mux2_4              29
mux4_1               3
mux4_2              29
nor2_1               2
per-stage QoR:
stage / std cells / hold WS, ns / total power [mW]
finish: 692 / 0.501 / 2.17
global route: 690 / 0.514 / 2.31
CTS: 690 / 0.503 / 2.22
detailed placement: 675 / 0.492 / 1.56
global placement: 675 / 0.489 / 1.56
floorplan: 191 / 0.454 / 1.08
state kept, by name, summed over array words and instances, names as in the netlist:
name,cells
Read_off,2
cur_state,1
Icache_inst_o,32
Icache_ready_o,1
Icache_valid_req_o,1
Icache_addr_o,28
final cells by class:
| cell class | count | area, um2 | area share [%] |
|---|---|---|---|
| clock buffers | 11 | 233 | 3.79 |
| clock inverters | 4 | 45.0 | 0.733 |
| diodes | 2 | 5.00 | 0.0815 |
| repair buffers | 229 | 2270 | 37.0 |
| flip-flops and latches | 65 | 1630 | 26.5 |
| well taps | 275 | 344 | 5.60 |
| inverters | 1 | 3.75 | 0.0611 |
| multi-input cells | 105 | 1610 | 26.2 |
where the power goes:
part	switching, mW	internal, mW	leakage (nW)
Clock	0.237	0.396	0.139
Combinational	0.180	0.589	1.49
Sequential	0.0771	0.689	0.760
No activity file was given, so power comes from the tool's default toggle rates.
