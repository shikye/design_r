==> flow/design.v <==
module regs(                                                     
    input   wire                    clk,
    input   wire                    rst_n,
    input   wire            [4:0]   id_reg1_raddr_i,
    input   wire            [4:0]   id_reg2_raddr_i,  
    output  wire            [31:0]  regs_reg1_rdata_o,
    output  wire            [31:0]  regs_reg2_rdata_o,
    input   wire            [31:0]  wb_op_c_i,
    input   wire            [4:0]   wb_reg_waddr_i,
    input   wire                    wb_reg_we_i
);
    reg [31:0]  regs[0:31];  
    always @(posedge clk or negedge rst_n) begin
        if(rst_n == 1'b0)begin
            regs[0]     <= 32'h0;
            regs[1]     <= 32'h0;
            regs[2]     <= 32'h0;
            regs[3]     <= 32'h0;
            regs[4]     <= 32'h0;
            regs[5]     <= 32'h0;
            regs[6]     <= 32'h0;
            regs[7]     <= 32'h0;
            regs[8]     <= 32'h0;
            regs[9]     <= 32'h0;
            regs[10]    <= 32'h0;
            regs[11]    <= 32'h0;
            regs[12]    <= 32'h0;
            regs[13]    <= 32'h0;
            regs[14]    <= 32'h0;
            regs[15]    <= 32'h0;
            regs[16]    <= 32'h0;
            regs[17]    <= 32'h0;
            regs[18]    <= 32'h0;
            regs[19]    <= 32'h0;
            regs[20]    <= 32'h0;
            regs[21]    <= 32'h0;
            regs[22]    <= 32'h0;
            regs[23]    <= 32'h0;
            regs[24]    <= 32'h0;
            regs[25]    <= 32'h0;
            regs[26]    <= 32'h0;
            regs[27]    <= 32'h0;
            regs[28]    <= 32'h0;
            regs[29]    <= 32'h0;
            regs[30]    <= 32'h0;
            regs[31]    <= 32'h0;
        end
        else if(wb_reg_waddr_i != 5'd0 && wb_reg_we_i == 1'b1)begin
            regs[wb_reg_waddr_i] <= wb_op_c_i;
        end
    end
    assign regs_reg1_rdata_o = regs[id_reg1_raddr_i];
    assign regs_reg2_rdata_o = regs[id_reg2_raddr_i];
endmodule
==> flow/run.sh <==
#!/bin/bash
# OpenROAD 26Q1-2900-gdf79404cd8, Yosys 0.63+post, stock flow scripts
make -C /OpenROAD-flow-scripts/flow DESIGN_CONFIG=/design/flow/config.mk WORK_HOME=/design/flow/orfs finish
==> flow/config.mk <==
export PLATFORM = sky130hd
export DESIGN_NAME = regs
export DESIGN_NICKNAME = regs
export VERILOG_FILES = /design/flow/design.v
export SDC_FILE = /design/flow/constraint.sdc
export NUM_CORES = 4
export LEC_CHECK = 1
export CORE_UTILIZATION = 40
==> flow/constraint.sdc <==
current_design regs

set clk_period 8.7
set clk_io_pct 0.2

create_clock -name clk0 -period $clk_period [get_ports {clk}]

set non_clock_inputs [all_inputs -no_clocks]
set_input_delay [expr $clk_period * $clk_io_pct] -clock clk0 $non_clock_inputs
set_output_delay [expr $clk_period * $clk_io_pct] -clock clk0 [all_outputs]
==> impl_metrics.ini <==
; implementation run metrics
[sta]
tns_ns = 0
slew-limit-headroom_pct = 22.6
timing.fmax_mhz = 128
hold_viol_final = 0
finalCritPeriodShare_pct = 89.5
grt_setup_unrepaired = false
fin_crit_ns = 7.79
worst_pin_slew_ns = 1.16
slew_viol_final = 0
skew_ns = 0
finalSetupViolations = 0

[clocking]
post-cts-setup-buffer-count = 0
cts_max_path_buffers = 3
clk_pin_slew_worst_paths_ns = 0.06
post_cts_resized = 0
root_buffer = clkbuf_16
insertion_delay_ns = 0.80
postCtsHoldBufs = 0
cts_tree = yes
cts.sinks = 1024
cts-buffers-inserted = 115
htreeDepth = 3

[routing]
dr.first_iter.drc_count = 6135
drtAntennaViolNets = 0
wl_met2_mm = 116
wl_met3_mm = 49.7
drt-vias-per-instance = 7.47
dr.pass1.iters = 8
drc_errors = 0
wl_met1_mm = 104
drt_wl_total_mm = 296
wire_per_inst_um = 47.9
vias = 46206
routed.top_layer = met5

[yosys]
synthCells = 4343
synth_area_leader_cell = dfrtp_1
yosysWarnings = 2
top_cells_by_area = dfrtp_1 50%, mux2_2 22%, a22oi_1 9.5%
syn_avg_cell_area_um2 = 11.9
synthAdderAreaFrac_pct = 0
mux_area_share_pct = 23.5
compound_area_share_pct = 16.0
yosys-stat-area_mm2 = 0.0516
syn_area_mm2 = 0.0516
yosys.area_share.xor_xnor_pct = 0
async_flop_share_pct = 100
ys.flop_type = dfrtp_1
ys_ff = 1024
simple_gate_area_share_pct = 6.97
yosys_cells = 4343
edf_count = 0
synthTopLogicFamily = multiplexers
ys_seq_share_pct = 49.7
synth_cell_types = 68
netlist.area_leader.share_pct = 49.7

[flow_run]
openroad.warnings = 32
drv_cap = 0

[finish]
top_regs = regs (1024)
lay_top_count = dfrtp_1
design_area_mm2 = 0.0599
layout_top_cells = 1024 x dfrtp_1, 1002 x mux2_2, 652 x a22oi_1
syn2layout_area_growth_pct = 16.1
top_register = regs
largest_reg_flops = 1024
drive_gt1_share_pct = 35.9

[placement]
port_buffers = 113
place_area_mm2 = 0.0557
hpwlAfterDp_mm = 190
routabilityCongestion = 1.10

[critical_path]
crit_arrival_ns = 6.05
critical_path_peak_fanout = 31
worstSetupPathType = in -> out
critical_path_required_ns = 6.96
cp-start-kind = input pin
cp-end-kind = output pin

[status]
outcome = finished clean

[global_routing]
grt_pass1_vias = 45281
grt_util_all_layers_pct = 47.0
grt_max_degree = 117
antenna_found_initial = 28
overflow = 0
grt_first_pass_wirelength_mm = 398

[power_and_ir_drop]
p_leak_nw = 25.6
vdd_drop_max_mv = 0.208
power_density_mw_per_mm2 = 237

[floorplan]
std_cell_rows = 131
die_h_um = 361
die-width_um = 361
die_area_mm2 = 0.130
io_pins = 114
fp-utilization_pct = 40.4
core_mm2 = 0.128

[worst_hold_path]
hp-class = reg -> reg
-- synthesized netlist by cell type, drive strengths merged (29+ instances only) --
master and n:
a22oi 652, mux2 1007, clkbuf 232, nor3 62, o21ai 29, a22o 76
dfrtp 1024, a32oi 29, buf 227, a21oi 65, nor2 163, nand3 49
a221oi 51, mux2i 69, nand4 100, nand2 164
-- path summary, 6_finish.rpt --
kind | from | endpoint | slack [ns] | depth (start not counted)
max in group asynchronous | rst_n | regs[23][14]$_DFFE_PN0P_ | 5.45 | 4
max reg2reg | regs[30][5]$_DFFE_PN0P_ | regs[30][5]$_DFFE_PN0P_ | 7.75 | 1
min in group asynchronous | rst_n | regs[15][8]$_DFFE_PN0P_ | 0.91 | 1
min | regs[0][6]$_DFFE_PN0P_ | regs[0][6]$_DFFE_PN0P_ | 0.40 | 0
max | id_reg1_raddr_i[3] | regs_reg1_rdata_o[5] | 0.91 | 9
min reg2reg | regs[0][6]$_DFFE_PN0P_ | regs[0][6]$_DFFE_PN0P_ | 0.40 | 0
-- logic make-up (layout without fill, tap and decap cells) --
| group | after synthesis | after routing |
|---|---|---|
| other | 0 | 21 |
| DFF | 1024 | 1024 |
| muxes | 1080 | 1080 |
| buffers and inverters | 463 | 622 |
| and+or+nand+nor | 697 | 697 |
| AOI/OAI and AO/OA | 1079 | 1079 |
-- layout make-up --
class | count | area (um2)
well taps | 1662 | 2080
diodes | 21 | 52.6
flip-flops and latches | 1024 | 25600
clock inverters | 67 | 933
repair buffers | 403 | 3470
clock buffers | 148 | 3190
fillers | 11416 | 67800
inverters | 4 | 15.0
multi-input cells | 2856 | 24500
-- power breakdown --
part / switching, mW / total [mW] / internal (mW)
registers: 1.03 / 6.69 / 5.66
logic: 1.02 / 2.09 / 1.06
clock network: 2.24 / 5.38 / 3.15
-- metrics by stage --
step                      setup WS (ns)  total power, mW  instances  hold slack [ns]  util [%]
final                             0.910             14.2       6185            0.404      46.9
after global routing               1.06             14.5       6169            0.413      46.9
after CTS                          1.23             14.1       6164            0.406      46.8
after detailed placement           1.21             8.72       5949            0.391      43.6
after global placement             1.19             8.70       5949            0.389      43.6
after floorplan                    3.61             7.47       4343            0.451         -
-- critical path, stage by stage --
cell             delay [ns]
buf_2                  0.78
nand3b_2               0.73
nor2_4                 0.86
buf_4                  0.57
a22oi_1                0.14
nand3_1                0.12
or4_1                  0.16
o22a_1                 0.33
clkdlybuf4s50_1        0.52
-- per-layer routing --
layer,vias to the layer above,track usage (%)
li1,16955,-
met1,23385,58.7
met2,4231,60.7
met3,1576,29.8
met4,59,29.6
met5,-,3.51
Power figures rest on the tool's default switching activity, not on a simulated workload.
